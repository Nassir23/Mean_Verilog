`./run.sh`:
```
#!/bin/bash
# OpenROAD 26Q1-2900-gdf79404cd8, Yosys 0.63+post, stock flow scripts
make -C /OpenROAD-flow-scripts/flow DESIGN_CONFIG=/design/flow/config.mk WORK_HOME=/design/flow/orfs finish
```
`./config.mk`:
```
export PLATFORM = sky130hd
export DESIGN_NAME = mean
export DESIGN_NICKNAME = mean
export VERILOG_FILES = /design/flow/design.v
export SDC_FILE = /design/flow/constraint.sdc
export NUM_CORES = 4
export LEC_CHECK = 1
export CORE_UTILIZATION = 40
```
`./design.v`:
```
`timescale 1ns / 1ps
module mean (
    input  wire        clk,          
    input  wire        rst,          
    input  wire        s_axis_data_tvalid,     
    output reg        s_axis_data_tready,
    input  wire [15:0] data_in,      
    output reg m_axis_data_tvalid,
    input wire m_axis_data_tready,
    output reg [15:0]  sum_out       
);
    localparam N = 2048;                     
    parameter ACC_WIDTH = 28;                
    reg [14:0] count;                         
    reg [ACC_WIDTH-1:0] accumulator;         
    reg [ACC_WIDTH-1:0] extended_in;         
    always @(posedge clk or negedge rst) begin
        if (!rst) begin
            count       <= 0;
            accumulator <= 0;
            sum_out     <= 0;
            s_axis_data_tready <= 0;
            m_axis_data_tvalid <= 0;
        end else begin
            s_axis_data_tready <= 1;
            if (s_axis_data_tvalid) begin
                if (data_in[15]) begin
                    extended_in = {12'b111111111111, data_in};  
                end else begin
                    extended_in = {12'b000000000000, data_in};  
                end
                if (count == N) begin
                    if(m_axis_data_tready) begin
                    accumulator <= 0;
                    count <= 0;
                    m_axis_data_tvalid <= 0;
                    s_axis_data_tready <= 1;
                    end
                    else begin
                    sum_out     <= accumulator[27:11];  
                    m_axis_data_tvalid  <= 1;
                    s_axis_data_tready  <= 0;
                    end
                end else begin
                    accumulator <= accumulator + extended_in;
                    count       <= count + 1;
                end
            end
        end
    end
endmodule
```
`./constraint.sdc`:
```
current_design mean

set clk_period 8.5
set clk_io_pct 0.2

create_clock -name clk0 -period $clk_period [get_ports {clk}]

set non_clock_inputs [all_inputs -no_clocks]
set_input_delay [expr $clk_period * $clk_io_pct] -clock clk0 $non_clock_inputs
set_output_delay [expr $clk_period * $clk_io_pct] -clock clk0 [all_outputs]
```
==> reports/metrics.sh <==
MIN_PERIOD_OVER_PERIOD_PCT=51.7
NUMSYNTHFLOPS=60
AREA_REPORTED_BY_YOSYS_STAT_UM2=3590
NUM_VIAS=2708
TOP_CELL_BY_COUNT_WORST_PATH='a21o_1'
MI_LOGIC_AREA_UM2=2010
FINAL.MIN_CLOCK_PERIOD_NS=4.40
DR.FIRST_ITER.DRC_COUNT=67
MAX_STAGE_DELAY_NS=0.72
FILL_CELLS=788
HOLDPATHSTAGES=1
DESIGN_POWER_TOTAL_mW=1.29
PLACEDINSTANCEAREA_UM2=4080
CRITICAL_PATH.N_BUFFERS_INVERTERS=1
CHIP_AREA_UM2=9350
WORST-SETUP-PATH-TYPE='in2reg'
COREAREA_UM2=8720
TRITONCTS='built'
CRIT_REQUIRED_NS=8.76
GRT_START_MAX_NET_PINS=37
CHIPHEIGHT_UM=96.7
FINAL_NON_FILLER_CELL_TOTAL=513
TIMING.FINAL.MAX_SLEW_VIOLATIONS=0
SYNTH_LARGEST_TYPE_AREA_FRACTION_PCT=41.9
FIRST_GLOBAL_VIAS=2661
ANTENNA_FOUND_INITIAL=0
UTILIZATION_PCT=48.9
POSTSYNTH.ASYNCRESETSHARE_PCT=100
CLOCK_TREE.ROOT_CELL='clkbuf_8'
PATH_MAX_FANOUT=14
POWER-PER-CELL-AREA_nW_PER_UM2=303
NUM_ROWS=34
ANT_NETS=0
FLOW.AREA_GROWTH_FROM_SYNTHESIS_PCT=18.8
UNREPAIRED_SETUP_ENDPOINTS_AFTER_GLOBAL_ROUTING='no'
TIMING.CRITICAL_PATH.ARRIVAL_NS=4.66
WORSTHOLDSTART='count[14]$_DFFE_PN0P_'
CRIT_PATH_CELL_TRACE='clkdlybuf4s50_1 -> ha_1 -> a21o_1 -> a21o_1 -> a21o_1 -> a21o_1 -> a21o_1 -> a41oi_4 -> o21ai_2 -> xor2_1 -> o211ai_2'
SYNTH_SEQ_SHARE_PCT=41.9
FLOORPLAN.IO_PINS=38
FP.DIEW_UM=96.7
TIMING.CLOCK.SKEW_NS=0.00776
POST-SYNTH-TOP-AREA-CELL='dfrtp_1'
FMAX_MHz=228
GLOBALROUTE.TOTALOVERFLOW=0
WORSTREGTOREGCELLS=11
WORSTHOLDPATHTYPE='reg2reg'
TOOL_WARNINGS=26
POWER.LEAKAGE_nW=1.98
SYNTH_WARNINGS=1
FINALINSTANCEAREA_UM2=4260
NETLIST.TOP_CELL.BY_INSTANCES='dfrtp_1'
CRIT_PATH_END_KIND='flip-flop'
SYN_AVG_CELL_AREA_UM2=10.0
POST_ROUTE_CELLS_DRIVE_ABOVE_1_SHARE_PCT=7.65
POST-PLACE-WS_NS=3.75
INSERTION_DELAY_NS=0.34
TOTALWIRELENGTH_UM=7400
POST_DRT_WL_PER_CELL_UM=14.4
CTS_INSERTED_BUFFERS=9
CTSRESIZECOUNT=0
SETUP-VIOLATIONS-FINAL=0
SYNTHFLOPTYPE='dfrtp_1'
CLOCKBUFFERDEPTH=2
AREA.SEQUENTIAL_UM2=1500
GRT_FIRST_PASS_WIRELENGTH_UM=12800
HOLD_BUFFERS=0
MAX_SLEW_MARGIN_PCT=59.9
SETUP_WS_NS=4.10
NUMBER_OF_DETAILED_ROUTE_ITERATIONS_IN_THE_FIRST_PASS=4
PLACE_INST=497
SYNTH_CELL_TYPES=49
TIMING.SETUP.TNS_NS=0
INITIAL_UTILIZATION_PCT=41.1
SYNTHTOPCELLSBYAREA='dfrtp_1, ha_1, xor2_1'
H_TREE_DEPTH=3
MAXCAPVIOLCOUNT=0
PLACE_HPWL_UM=5300
FINAL.HOLD.WORST_SLACK_NS=0.482
CP_TOP_FAMILY='AND-OR/OR-AND gates'
CLK_PIN_SLEW_WORST_PATHS_NS=0.07
POST_DRT_VIA_CELL_RATIO=5.28
OUTCOME='completed'
FINAL-HOLD-VIOLATION-COUNT=0
TIMING_WORST_SLEW_PIN_VALUE_NS=0.599
WORSTREG2REGSTART='accumulator[0]$_DFFE_PN0P_'
REGTOREGSETUPSLACK_NS=5.58
GP_CONGESTION=0.856
EDF_COUNT=0
NETLIST_AREA_UM2=3590
DRC_ERRORS=0
INSERTEDDIODECOUNT=0
CPMAXSTAGEDELAYCELL='clkdlybuf4s50_1'
WORST_R2R_ENDPOINT='accumulator[26]$_DFFE_PN0P_'
GRT.TOTAL_USAGE_PCT=17.1
IO_BUFFERS=37
CLOCK_SINKS=60
YOSYSCELLCOUNT=358
SYNTH_CELLS=358
CP-START-KIND='input port'
TIMING.HOLD.WORST_ENDPOINT='count[14]$_DFFE_PN0P_'
COMMONEST_CELLS_IN_THE_NETLIST='dfrtp_1, nand2_1, ha_1, o21ai_1'
PEAK_IR_DROP_ON_THE_VDD_NETWORK_mV=0.120
POST-CTS-SETUP-BUFFER-COUNT=0
[registers in the layout, indices dropped and copies added, names as in the netlist]
| signal | count |
|---|---|
| accumulator | 27 |
| count | 15 |
| m_axis_data_tvalid | 1 |
| s_axis_data_tready | 1 |
| sum_out | 16 |
[where the power goes]
group          internal, mW  switching, mW
Clock                 0.114          0.118
Combinational         0.282          0.352
Sequential            0.362         0.0642
[layout by cell type (no fill, tap or decap), types with 2 or more instances in the layout]
cell type	count
o21ai_1	23
nand3_1	8
a31oi_1	3
clkinvlp_4	3
and4_1	2
mux2_1	16
xor2_1	21
and2_1	3
nor2_1	12
a21o_1	14
inv_2	2
nor3_1	3
o21ai_0	12
nand2_1	47
dfrtp_1	60
nand4_1	7
nor4b_1	2
buf_4	4
ha_1	28
o21bai_1	2
and3_1	4
o21a_1	2
o21ai_2	2
inv_1	8
a41oi_1	4
o2111ai_1	2
clkdlybuf4s50_1	36
clkbuf_8	10
xnor2_1	17
a21oi_1	21
a22o_1	3
[metal layers]
| layer | up-vias | wire [um] | track usage, % |
|---|---|---|---|
| li1 | 1384 | - | - |
| met1 | 1265 | 3770 | 27.1 |
| met2 | 53 | 3270 | 26.4 |
| met3 | 6 | 308 | 3.46 |
| met4 | 0 | 57 | 1.26 |
| met5 | - | 0 | 0 |
[kinds of logic (layout without fill, tap and decap cells)]
group	after synthesis	count (layout)	share of synthesized area, %
AND/OR/NAND/NOR	93	93	12.0
adder cells (fa/ha/maj)	29	29	10.3
flip-flops	60	60	41.9
buffers and inverters	20	67	2.13
XOR/XNOR	38	38	9.28
multiplexers	17	17	5.30
AND-OR/OR-AND	101	101	19.1
[layout make-up]
cell class | count | share of cell area (%)
Inverter | 10 | 0.881
Tap cell | 108 | 3.17
Sequential cell | 60 | 35.2
Timing Repair Buffer | 41 | 9.28
Clock inverter | 5 | 0.852
Clock buffer | 11 | 3.32
Multi-Input combinational cell | 278 | 47.3
[worst max path at each step]
stage / from / endpoint / slack (ns) / cells after the start
finish: data_in[15] / accumulator[26]$_DFFE_PN0P_ / 4.10 / 11
CTS: data_in[15] / accumulator[26]$_DFFE_PN0P_ / 4.11 / 11
global route: data_in[15] / accumulator[26]$_DFFE_PN0P_ / 3.95 / 11
Power and IR drop assume default switching activity.
